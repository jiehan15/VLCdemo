`design/flow/design.v`:
```
`timescale 1ns/1ps
module axipwm (
    input aclk, 
    input aresetn, 
    input saxi_AWVALID, 
    output saxi_AWREADY, 
    input [31:0] saxi_AWADDR, 
    input saxi_WVALID, 
    output saxi_WREADY, 
    input [31:0] saxi_WDATA, 
    output saxi_BVALID, 
    input saxi_BREADY, 
    input saxi_ARVALID, 
    output saxi_ARREADY, 
    input [31:0] saxi_ARADDR, 
    output saxi_RVALID, 
    input saxi_RREADY, 
    output [31:0] saxi_RDATA, 
    output pwm
);
    parameter BaseAddr = 32'h4000_0000; 
    reg saxi_awready; assign saxi_AWREADY = saxi_awready; 
    always @(posedge aclk or negedge aresetn) begin 
        if(~aresetn) begin 
            saxi_awready <= 1'b0; 
        end else begin 
            if(saxi_AWVALID) begin 
                saxi_awready <= 1'b1;
            end else begin 
                saxi_awready <= 1'b0;
            end 
        end 
    end 
    reg [31:0] saxi_awaddr_buffer; 
    always @(posedge aclk or negedge aresetn) begin 
        if(~aresetn) begin 
            saxi_awaddr_buffer <= 32'h0; 
        end else begin 
            if(saxi_AWVALID & saxi_awready) begin 
                saxi_awaddr_buffer <= saxi_AWADDR; 
            end
        end 
    end 
    reg saxi_wready; assign saxi_WREADY = saxi_wready; 
    always @(posedge aclk or negedge aresetn) begin 
        if(~aresetn) begin 
            saxi_wready <= 1'b0; 
        end else begin 
            if(saxi_WVALID) begin 
                saxi_wready <= 1'b1;
            end else begin 
                saxi_wready <= 1'b0;
            end 
        end 
    end 
    reg saxi_need_resp; 
    always @(posedge aclk or negedge aresetn) begin 
        if(~aresetn) begin 
            saxi_need_resp <= 1'b0; 
        end else begin 
            if(saxi_WVALID & saxi_wready) begin 
                saxi_need_resp <= 1'b1; 
            end else begin 
                saxi_need_resp <= 1'b0; 
            end 
        end 
    end 
    reg [31:0] saxi_awaddr;  
    always @(*) begin 
        if((saxi_AWVALID & saxi_awready) & (saxi_WVALID & saxi_wready)) begin 
            saxi_awaddr = saxi_AWADDR; 
        end else begin 
            saxi_awaddr = saxi_awaddr_buffer; 
        end 
    end 
    reg saxi_bvalid; assign saxi_BVALID = saxi_bvalid; 
    always @(posedge aclk or negedge aresetn) begin 
        if(~aresetn) begin 
            saxi_bvalid <= 1'b0; 
        end else begin 
            if(saxi_need_resp) begin 
                saxi_bvalid <= 1'b1; 
            end 
            if(saxi_bvalid & saxi_BREADY) begin 
                saxi_bvalid <= 1'b0; 
            end 
        end 
    end 
    reg saxi_arready; assign saxi_ARREADY = saxi_arready; 
    always @(posedge aclk or negedge aresetn) begin 
        if(~aresetn) begin 
            saxi_arready <= 1'b0; 
        end else begin 
            if(saxi_ARVALID) begin 
                saxi_arready <= 1'b1;
            end else begin 
                saxi_arready <= 1'b0;
            end 
        end 
    end 
    reg [31:0] saxi_araddr_buffer; 
    reg axi_need_read;  
    always @(posedge aclk or negedge aresetn) begin 
        if(~aresetn) begin 
            saxi_araddr_buffer <= 32'h0; 
            axi_need_read <= 1'b0; 
        end else begin 
            if(saxi_ARVALID & saxi_arready) begin 
                saxi_araddr_buffer <= saxi_ARADDR; 
                axi_need_read <= 1'b1; 
            end else begin 
                axi_need_read <= 1'b0; 
            end 
        end 
    end 
    reg saxi_rvalid; assign saxi_RVALID = saxi_rvalid; 
    reg [31:0] saxi_rdata; assign saxi_RDATA = saxi_rdata; 
    reg axi_wait_for_read; 
    reg [31:0] axi_data_to_read; 
    always @(posedge aclk or negedge aresetn) begin 
        if(~aresetn) begin 
            saxi_rvalid <= 1'b0; 
            saxi_rdata <= 32'h0; 
            axi_wait_for_read <= 1'b0; 
        end else begin 
            if(axi_wait_for_read) begin 
                if(saxi_RREADY) begin 
                    saxi_rdata <= axi_data_to_read; 
                    saxi_rvalid <= 1'b1;
                    axi_wait_for_read <= 1'b0; 
                end 
            end else begin 
                if(axi_need_read & saxi_RREADY) begin 
                    saxi_rdata <= axi_data_to_read; 
                    saxi_rvalid <= 1'b1; 
                end else if(axi_need_read) begin 
                    axi_wait_for_read <= 1'b1;  
                    saxi_rvalid <= 1'b0; 
                end else begin 
                    saxi_rvalid <= 1'b0; 
                    saxi_rdata <= 32'h0; 
                end 
            end 
        end 
    end 
    reg [15:0] pwmThreshold; 
    reg pwm;  
    reg [15:0] pwmCounter; 
    always @(posedge aclk or negedge aresetn) begin 
        if(~aresetn) begin 
            pwmCounter <= 16'h0;
            pwm <= 1'b0; 
        end else begin 
            pwmCounter <= pwmCounter + 1'b1; 
            if(pwmCounter < pwmThreshold) begin 
                pwm <= 1'b1; 
            end else begin 
                pwm <= 1'b0; 
            end 
        end 
    end 
    always @(posedge aclk or negedge aresetn) begin 
        if(~aresetn) begin 
            pwmThreshold <= 32'h0; 
        end else begin 
            if(saxi_WVALID & saxi_wready) begin 
                case(saxi_awaddr)
                    BaseAddr: begin 
                        pwmThreshold <= saxi_WDATA;  
                    end 
                    default: begin end 
                endcase
            end
        end 
    end 
    always @(*) begin 
        case(saxi_araddr_buffer)
            BaseAddr: begin 
                axi_data_to_read = pwmThreshold; 
            end 
            default: begin end  
        endcase 
    end 
endmodule
```
`design/flow/constraint.sdc`:
```
current_design axipwm

set clk_period 4.9
set clk_io_pct 0.2

create_clock -name clk0 -period $clk_period [get_ports {aclk}]

set non_clock_inputs [all_inputs -no_clocks]
set_input_delay [expr $clk_period * $clk_io_pct] -clock clk0 $non_clock_inputs
set_output_delay [expr $clk_period * $clk_io_pct] -clock clk0 [all_outputs]
```
`design/flow/run.sh`:
```
#!/bin/bash
# OpenROAD 26Q1-2900-gdf79404cd8, Yosys 0.63+post, stock flow scripts
make -C /OpenROAD-flow-scripts/flow DESIGN_CONFIG=/design/flow/config.mk WORK_HOME=/design/flow/orfs finish
```
`design/flow/config.mk`:
```
export PLATFORM = sky130hd
export DESIGN_NAME = axipwm
export DESIGN_NICKNAME = axipwm
export VERILOG_FILES = /design/flow/design.v
export SDC_FILE = /design/flow/constraint.sdc
export NUM_CORES = 4
export LEC_CHECK = 1
export CORE_UTILIZATION = 40
```
==> metrics.csv <==
metric,value,unit
outcome,completed,
Setup TNS Final,0,ns
cell family with most CP delay,buffers and inverters,
critical-path cell list,clkdlybuf4s50_1 > nand2_2 > nand3_1 > o32ai_2 > o21ai_2 > buf_4 > mux2_2,
Flops after synth,137,
YS chip area,5443,sq um
FF-to-FF End,pwmThreshold[8],
Root Driver,clkbuf_16,
Syn. warnings,1,
H-tree depth,4,
Worst-Margin Slew,0.7557,ns
Die Y,118.7,um
Final Cell Area,7276,sq um
CP Capture Type,register,
Worst Setup SP,saxi_AWVALID,
Final Max Tran Viols,0,
IO buf count,108,
max-cap violation count,0,
fin cells,714,
R2R Path Start,saxi_awready,
row count,42,
Top-area cell share,0.5563,
Tmin final,2.819,ns
Via density,4.773,
Placement Cell Area,6678,sq um
HPWL reported at the end of detailed placement,7349,um
Pwr Total,2.578,mW
count of tool warnings,41,
flop2flop setup slack,2.79,ns
dpl cells,682,
Peak Freq,354.7,MHz
Pre-antenna DRT Iters,4,
"Max FO, Critical Path",33,
fill count,1087,
Rel. slew slack,0.4944,
leakage,3.229,nW
I/O Pins,141,
CP Data Arrival Time,3.10,ns
CTS tree,done,
Peak VDD IR,0.0002493,V
syn_area_per_cell,13.51,sq um
RePlAce Congestion,0.7839,
DRC,0,
total wire length,10060,um
Setup crit start kind,input port,
die width,118.7,um
CP Capture Point,pwmThreshold[3],
clock-pin slew on the worst setup and hold paths,0.05,ns
CP max stage cell,clkdlybuf4s50_1,
global-route wire length before repair,17420,um
Post-Syn Area,5443,sq um
Area Growth Syn to Fin,33.68,%
Final Skew,0.004917,ns
endpoints left unconstrained,16,
Post-CTS Resized,0,
Ant. Diodes,0,
R2R depth,6,
CORE AREA,13240,sq um
RSZ-0062 raised after global routing,false,
Yosys Instances,403,
CP max stage delay,0.53,ns
Sequential Area,3268,sq um
# Post-CTS Setup Buffers,0,
WP depth,7,
register pins left without a clock,16,
Antenna Nets Post-Route,0,
Starting Density,0.4110,
Yosys top cell by area,dfrtp_1,
power per cell area,354.4,nW/um^2
cycle use final,0.5754,
chip area,14080,sq um
CTS Buf Count,17,
Gate Area,1994,sq um
Iter 0 DRT Violations,91,
share of layout cells above drive strength 1,0.2249,
Yosys cell types,35,
Final Hold Violating Endpoints,0,
vias in the first global route,3600,
final core area utilization,0.5494,
largest net degree at the start of global routing,50,
Buf/Inv on CP,2,
CTS hold repair buffers,0,
total grt overflow,0,
CP Class,input port to register,
Tot GR Track Use,0.1602,
Hold Crit Class,register to register,
endpoints failing setup,0,
Synth area leaders,"dfrtp_1, mux2_2, dlxtn_1, ha_1, mux2_4",
initial antenna violation count,0,
Worst-Skew Late Latency,0.40,ns
critical path data required time,5.18,ns
vias after detailed routing,3408,
synthesized instance count,403,
average routed wire per standard cell,14.09,um
clock buffer depth,2,
[layout make-up]
cell class	instances	share of cell area
clock inverter	9	0.01651
multi-input combinational	236	0.2741
timing repair buffer	114	0.1544
sequential	137	0.4492
inverter	19	0.009802
tap	176	0.03027
clock buffer	23	0.06569
[flip-flops by register name (all words and copies together), names as in the netlist]
register	cells
saxi_araddr_buffer	32
saxi_awaddr_buffer	32
axi_data_to_read	16
pwmCounter	16
pwmThreshold	16
saxi_rdata	16
axi_need_read	1
axi_wait_for_read	1
pwm	1
saxi_arready	1
saxi_awready	1
saxi_bvalid	1
saxi_need_resp	1
saxi_rvalid	1
saxi_wready	1
[report_power, final]
part           leakage, nW  internal, mW  switching, mW
clock network        0.300         0.834          0.407
logic                 1.28         0.139         0.0741
registers             1.65          1.08         0.0416
[per-stage QoR]
| stage | setup slack, ns | hold slack, ns |
|---|---|---|
| floorplan | 2.589 | 0.4293 |
| global placement | 1.695 | 0.4601 |
| detailed placement | 1.663 | 0.4611 |
| CTS | 2.089 | 0.4733 |
| global route | 1.887 | 0.4911 |
| finish | 2.081 | 0.4687 |
[layer usage]
metal | part of all wire | wire length [um] | global-route usage
met1 | 0.48 | 4807 | 0.2514
met2 | 0.45 | 4532 | 0.2390
met3 | 0.058 | 586 | 0.04478
met4 | 0.014 | 136 | 0.02057
met5 | 0 | 0 | 0
[worst min path at each step]
stage | slack [ns] | cells after the start | to | startpoint
CTS | 0.47 | 1 | saxi_bvalid | saxi_bvalid
global route | 0.49 | 1 | saxi_bvalid | saxi_bvalid
finish | 0.47 | 1 | saxi_bvalid | saxi_bvalid
[cell families after synthesis]
logic type	synth area share
flops	0.5563
mux	0.1722
simple gates	0.07494
buf+inv	0.04345
compound gates	0.04897
fa+ha+maj	0.03678
latches	0.04414
xor+xnor	0.02253
other cells	0.0006890
[Yosys cell counts, drive strengths merged]
cell type  number
o21ai           4
nand3           8
or2             2
and2            1
a21oi           5
nor2            8
a21o            5
clkbuf          6
o32ai           1
nand2          17
nor4b           2
dlxtn          16
dfrtp         121
xor2            4
nor4           22
mux2           79
conb            1
nor3            3
a31oi           1
mux2i           1
and3            2
buf            20
a211o           2
xnor2          10
nor2b           1
nand4           8
nand2b          2
a22o           16
ha             16
inv            19
[cell usage in the layout, fill, tap and decap left out, types with 2 or more instances in the layout]
cell type / n
dfrtp_1: 121
clkdlybuf4s50_1: 107
mux2_2: 69
nor4_1: 22
inv_1: 19
clkbuf_16: 17
nand2_1: 16
a22o_1: 16
ha_1: 16
conb_1: 16
dlxtn_1: 16
xnor2_1: 10
mux2_4: 10
nand3_1: 8
nand4_1: 8
nor2_1: 8
buf_4: 7
clkinv_2: 6
a21o_1: 5
a21oi_1: 5
xor2_1: 4
nor3_1: 3
o21ai_0: 3
bufinv_16: 3
clkbuf_1: 3
clkbuf_8: 3
and3_1: 2
or2_2: 2
nor4b_1: 2
nand2b_1: 2
a211o_1: 2
Power and IR drop assume default switching activity.
